--- flow/config.mk ---
export PLATFORM = sky130hd
export DESIGN_NAME = phy_tx_module
export DESIGN_NICKNAME = phy_tx_module
export VERILOG_FILES = /design/flow/design.v
export SDC_FILE = /design/flow/constraint.sdc
export NUM_CORES = 4
export LEC_CHECK = 1
export CORE_AREA = 10 10 103 103
export DIE_AREA = 0 0 113 113
--- flow/constraint.sdc ---
current_design phy_tx_module

set clk_period 3.2
set clk_io_pct 0.2

create_clock -name clk0 -period $clk_period [get_ports {clk_in}]

set non_clock_inputs [all_inputs -no_clocks]
set_input_delay [expr $clk_period * $clk_io_pct] -clock clk0 $non_clock_inputs
set_output_delay [expr $clk_period * $clk_io_pct] -clock clk0 [all_outputs]
--- flow/design.v ---
`timescale 1ns / 1ps
module phy_tx_module(
    input clk_in,
    input MII_TX_EN,
    input [3:0] MII_TXD,
	 output MII_TX_CLK, 
    output TX_p,
    output TX_n
    );
reg tx_clk = 1'd0; 
reg mii_tx_clk_reg = 'd0; 
assign MII_TX_CLK = mii_tx_clk_reg;
reg [3:0] clk_cnt = 'd0; 
reg [1:0] clk_cnt2 = 'd0; 
reg [3:0] in_data_latch = 4'd0;
reg mii_tx_clk_edge = 1'd0; 
reg serial_data = 1'd0;
reg tx_enable = 1'd0; 
wire manch_data = (serial_data^tx_clk) & tx_enable; 
reg [19:0] link_pulse_count = 'd0; 
always @(posedge clk_in) link_pulse_count <= tx_enable ? 20'd0 : link_pulse_count + 20'd1;
reg link_pulse = 'd0; 
always @(posedge clk_in) link_pulse <= &link_pulse_count[19:3];
reg [5:0] idlecount = 'd33;  
always @(posedge clk_in) 
	if (tx_enable) idlecount<=0; else if(~&idlecount) idlecount<=idlecount+5'd1;
wire idle_pulse = (~tx_enable) & (idlecount<24); 
wire tx_data2 = link_pulse | manch_data | idle_pulse; 
wire tx_en2 = tx_enable | link_pulse | idle_pulse; 
assign TX_p =  tx_en2? tx_data2: 1'd0;
assign TX_n =  tx_en2? ~tx_data2: 1'd0;
always@(posedge clk_in)
begin
	if (clk_cnt > 'd6)
	begin
		clk_cnt = 'd0;
		if (clk_cnt2 > 'd2) clk_cnt2 = 'd0; 
		else clk_cnt2 = clk_cnt2 + 2'd1; 
	end
	else clk_cnt = clk_cnt + 4'd1; 
	if (clk_cnt < 'd3) tx_clk<= 'd1; 
	else tx_clk<= 'd0;
	if (clk_cnt2 < 'd2) mii_tx_clk_reg<='d1; 
	else mii_tx_clk_reg<='d0;
	mii_tx_clk_edge = ((clk_cnt2 == 'd0) && (clk_cnt == 'd0))? 1'd1: 1'd0; 
	if (mii_tx_clk_edge == 1'd1) 
	begin
		in_data_latch = MII_TXD; 
		tx_enable <= MII_TX_EN;
		serial_data <= MII_TXD[0]; 
	end
	else if (clk_cnt == 'd0)
	begin
		in_data_latch = {1'd0,in_data_latch[3:1]};
		serial_data <= in_data_latch[0];
	end
end
endmodule
--- flow/run.sh ---
#!/bin/bash
# OpenROAD 26Q1-2900-gdf79404cd8, Yosys 0.63+post, stock flow scripts
make -C /OpenROAD-flow-scripts/flow DESIGN_CONFIG=/design/flow/config.mk WORK_HOME=/design/flow/orfs finish
==> run summary <==
Implementation run completed; key figures follow.

Setup path:
- The critical path ends at TX_n.
- The run gives the critical register-to-register path endpoint as in_data_latch[0].
- The report shows a maximum critical-path fanout of 2.
- The worst setup path is launched from a flip-flop.
- Tracing the worst setup path back leads to its startpoint at in_data_latch[0].
- The run puts the register-to-register path setup slack at 1.09 ns.
- In this run the critical register-to-register path is launched from clk_cnt[0].
- STA classifies the critical path endpoint as an output port.
- The run gives the number of cells traversed by the worst register-to-register path as 6.
- The run gives the type of the setup path with the least slack as flip-flop to output port.
- The run gives the worst endpoint required time as 2.56 ns.
- The run puts the critical path data arrival time at 1.56 ns.

Final layout:
- The layout summary lists the proportion of cells stronger than drive strength 1 as 7.882%.
- The run gives the final instance area as 0.002059 mm².
- The run gives the layout overhead on the synthesized area as 17.74%.
- The run puts the flip-flop count of the largest register, all copies and words added at 20.
- The largest register by flop count is link_pulse_count.
- The largest registers in the layout are link_pulse_count: 20 flops, idlecount: 6 flops.

Die:
- The run puts the die width at 113 µm.
- According to the I/O placement log, the pin count is 9.
- The run puts the height of the chip at 113 µm.
- The run puts the total number of placement rows at 33.
- The run puts the fraction of the core area occupied by cells at floorplan at 21.08%.
- The die covers 0.01277 mm².
- The run gives the area of the core region as 0.008299 mm².

Status:
- The flow ran to the end, and the final reports show no timing, DRC or antenna violations.

CTS:
- The number of setup buffers added after CTS is 0.
- The run gives the clock tree root buffer cell as clkbuf_8.
- The run gives the CTS buffer count as 5.
- The number of hold buffers added after CTS was 0.
- Clock-pin slew was measured on the worst setup and hold paths at 0.07 ns.
- TritonCTS built the clock tree.
- The skew report gives the latency at the later pin of the worst-skew pair as 0.28 ns.
- Counting every sink on the clock net gives 40.
- In this run, post-CTS repair resized a total of 0 instances.
- The run puts the deepest level of the CTS H-tree at 2.
- The clock passes through at most 2 buffers.

Placement:
- In this run the tool buffered the top-level ports with 8 buffer cells.
- Routability-driven placement finished with a final weighted congestion of 0.8063.
- The run gives the pre-CTS worst setup slack as 1.088 ns.
- The run gives the detailed placement HPWL as 2065 µm.
- Per the detailed placement report, the placed cell area equals 0.001952 mm².

Power and ir drop:
- The run gives the total design power as 0.9122 mW.
- The run gives the peak supply drop as 0.0001636 V.
- The run gives the power per cell area as 442.9 mW/mm².
- The run gives the cell leakage power as 0.6998 nW.

Timing:
- The run puts the final tally of max-slew violations at 0.
- The run gives the tightest slew margin relative to the limit as 63.40%.
- The run puts the minimum setup slack in the final design at 1.003 ns.
- The run puts the pin slew with the least headroom to its limit at 0.5449 ns.
- The run gives the worst clock skew on the final layout as 0.008044 ns.
- Setup repair after global routing left no endpoint under its margin.
- Per the timing report, the achievable frequency comes out to 455.2 MHz.
- The run puts the ratio of final minimum period to clock period at 68.65%.
- The worst path in the final design needs a cycle of 2.197 ns, including I/O delays and setup.
- The run gives the sum of negative setup slack as 0 ns.
- The final report lists the setup-violating endpoint count as 0.
- The run gives the number of failing hold endpoints at the final stage as 0.

Logic synthesis:
- A synthesized cell averages 9.206 µm².
- The synthesis report lists the Yosys warning total as 1.
- The run puts the synthesized netlist cell count at 190.
- The run gives the area of the mapped netlist as 0.001749 mm².
- Sequential elements use 48.64% of the synthesized area.
- Yosys reported a register bit count of 40.
- The run puts the number of distinct library cell variants in the gate-level netlist after synthesis at 34.
- After synthesis, the chip area reported by Yosys is 0.001749 mm².
- The run gives the number of cell instances after yosys synthesis as 190.

GRT:
- The run gives the maximum number of pins on one net before global-route repair as 30.
- The number of global-route vias before repair was 1232.
- Summed over all layers, the global routing overflow is 0.
- The run puts the met2 layer usage reported by global route at 7.181%.
- The run puts the global-route track usage on met3 at 1.603%.
- The number of antenna violations at the first check in global routing was 0.
- The run gives the global-route total usage across every layer as 4.743%.
- The first global-routing pass estimated 5326 µm of wire.
- The run gives the met1 global-route usage as 6.673%.
- After global routing, the most crowded layer is met2.

Detailed routing:
- The run gives the total via count in the routed design as 1311.
- The routed design has 2938 µm of wire.
- The run gives the remaining routing DRC violations as 0.
- The run puts the diode insertion count for antenna repair at 0.
- The run gives the ratio of routed vias to standard cells as 4.256.
- The run puts the tally of nets with antenna violations remaining after routing at 0.
- The run puts the initial DRC count at 41.
- The iteration count recorded for the first detailed-route pass is 4.
- The routed design shows a wire length per standard cell of 9.539 µm.

Worst hold path:
- The path class of the tightest hold or removal check is flip-flop to flip-flop.

Run:
- Per the run summary, max-cap violations total 0.
- The run puts the OpenROAD warning count at 26.
## critical path, cell delays in order (launching register included)
cell and delay (ns):
edfxtp_1 0.38, xor2_1 0.15, nor3b_1 0.23, clkdlybuf4s50_1 0.52
## worst min path at each step
stage	slack (ns)	cells past startpoint	from	to
after CTS	0.46	1	link_pulse_count[0]	link_pulse_count[0]
after global routing	0.48	1	link_pulse_count[0]	link_pulse_count[0]
final	0.45	1	link_pulse_count[0]	link_pulse_count[0]
## Yosys cell counts
| library cell | n | area [µm²] |
|---|---|---|
| o21a_1 | 1 | 7.510 |
| nand4_1 | 3 | 18.77 |
| nor2_1 | 28 | 105.1 |
| dfxtp_1 | 35 | 700.7 |
| or3_1 | 3 | 18.77 |
| or4_1 | 6 | 45.04 |
| o31ai_1 | 2 | 15.01 |
| xnor2_1 | 6 | 52.55 |
| a21oi_1 | 11 | 55.05 |
| ha_1 | 5 | 62.56 |
| mux2i_1 | 2 | 20.02 |
| clkbuf_1 | 3 | 11.26 |
| o22ai_1 | 1 | 6.260 |
| or4b_2 | 1 | 10.01 |
| inv_1 | 10 | 37.54 |
| and4_1 | 2 | 17.52 |
| nand2b_1 | 1 | 6.260 |
| xor2_1 | 6 | 52.55 |
| nand3b_1 | 2 | 15.01 |
| a21boi_0 | 1 | 7.510 |
| nor4_1 | 3 | 18.77 |
| nor2b_1 | 5 | 31.28 |
| nor3b_1 | 2 | 15.01 |
| o221a_2 | 1 | 11.26 |
| nand3_2 | 1 | 10.01 |
| o21ai_0 | 9 | 45.04 |
| edfxtp_1 | 5 | 150.1 |
| mux2_2 | 5 | 56.30 |
| nand3_1 | 12 | 60.06 |
| nor3_1 | 3 | 15.01 |
| a211oi_1 | 1 | 7.510 |
| buf_2 | 1 | 5.000 |
| and3_1 | 4 | 25.02 |
| nand2_1 | 9 | 33.78 |
## power by group
part | switching [mW] | total, mW | internal [mW]
Clock | 0.165 | 0.397 | 0.231
Sequential | 0 | 0.507 | 0.507
Combinational | 0.00156 | 0.00840 | 0.00684
Total | 0.167 | 0.912 | 0.745
## placed cells by master, fill, tap and decap left out, types with 2 or more instances in the layout
master / Yosys / layout
o31ai_1: 2 / 2
nand4_1: 3 / 3
dfxtp_1: 35 / 35
nor2_1: 28 / 28
nand3_1: 12 / 12
mux2_2: 5 / 5
a21oi_1: 11 / 11
and3_1: 4 / 4
or4_1: 6 / 6
nor2b_1: 5 / 5
nor3b_1: 2 / 2
xor2_1: 6 / 6
xnor2_1: 6 / 6
nand3b_1: 2 / 2
nand2_1: 9 / 9
nor3_1: 3 / 3
ha_1: 5 / 5
edfxtp_1: 5 / 5
clkdlybuf4s50_1: 0 / 8
and4_1: 2 / 2
mux2i_1: 2 / 2
o21ai_0: 9 / 9
inv_1: 10 / 10
nor4_1: 3 / 3
clkbuf_8: 0 / 5
or3_1: 3 / 3
## layout make-up
class                      instances  area, µm²
sequential                        40      850.8
fill                             872       6240
timing repair buffer               9      87.58
inverter                          10      37.54
multi-input combinational        136      844.6
clock inverter                     2      35.03
clock buffer                       6      72.57
tap                              105      131.4
## stage by stage
step           utilization [%]  instances  hold WS [ns]
4_1_cts                  24.82        308        0.4602
5_1_grt                  24.82        308        0.4799
2_1_floorplan                -        190        0.4176
3_3_place_gp             23.52        300        0.4327
3_5_place_dp             23.52        300        0.4425
6_report                 24.82        308        0.4527
## logic make-up after synthesis
family,share of synthesized area (%)
AOI/OAI and AO/OA,8.870
xor gates and xnor gates,6.009
adders and majority gates,3.577
buffers and inverters,3.076
DFF,48.64
muxes,4.363
and+or+nand+nor,25.46
## per-layer routing
metal	share of wire, %	vias to the layer above
li1	-	699
met3	4.1	0
met2	44	10
met4	0	0
met5	0	-
met1	52	602
No activity file was given, so power comes from the tool's default toggle rates.
