<file path="config.mk">
export PLATFORM = sky130hd
export DESIGN_NAME = phy_rx_module
export DESIGN_NICKNAME = phy_rx_module
export VERILOG_FILES = /design/flow/design.v
export SDC_FILE = /design/flow/constraint.sdc
export NUM_CORES = 4
export LEC_CHECK = 1
export CORE_UTILIZATION = 30
</file>
<file path="design.v">
`timescale 1ns / 1ps
module phy_rx_module(
    input clk_in,
	 input data_in,
	 output MII_RX_CLK,
    output MII_RX_EN,
    output [3:0] MII_RXD
    );
reg mii_rx_clk_reg = 'd0; 
reg [3:0] mii_rxd_reg = 'd0; 
reg mii_en_reg = 'd0; 
assign MII_RX_CLK = mii_rx_clk_reg; 
assign MII_RXD = mii_rxd_reg;
assign MII_RX_EN = mii_en_reg;
reg [4:0] clk_cnt = 5'd0; 
reg [3:0] data = 4'd0; 
reg [3:0] data_latch = 4'd0; 
reg [4:0] fifo_buf [0:3];
reg [1:0] index = 2'd0;
initial
begin
	fifo_buf[0] = 'd0;
	fifo_buf[1] = 'd0;
	fifo_buf[2] = 'd0;
	fifo_buf[3] = 'd0;
end
reg [4:0] delta_cnt = 5'd0; 
wire ext_stop; 
wire stop_signal = ((delta_cnt > 'd13)? 1'd1: 1'd0) | ext_stop; 
pulse_extend local_pulse_extend(.clk_in(clk_in), .pulse_in(stop_signal), .pulse_out(ext_stop));
reg new_data = 'd0; 
always@(posedge clk_in)
begin
	if (clk_cnt > 'd30)
	begin
		clk_cnt = 'd0;
	end
	else clk_cnt = clk_cnt + 5'd1; 
	if (clk_cnt < 'd16) mii_rx_clk_reg<= 'd1; 
	else mii_rx_clk_reg<= 'd0;
	if (clk_cnt == 'd0)
	begin
		mii_rxd_reg<= data_latch; 
		mii_en_reg<= new_data; 
	end
end
reg [3:0] shift_reg = 4'd0;
always @(posedge clk_in) shift_reg <= {shift_reg[2:0], data_in};
wire [1:0] window = shift_reg[3:2];
reg pos_edge  = 1'd0;
reg neg_edge  = 1'd0;
wire any_edge  = pos_edge | neg_edge;
always @(posedge clk_in)
begin
	if (window == 2'b01) pos_edge <= 1'd1;
	else if (window == 'b10) neg_edge<= 1'd1;
	else
	begin
		pos_edge<= 1'd0;
		neg_edge<= 1'd0;
	end
end
always @(posedge clk_in)
begin
	if (any_edge) 
	begin
		for(index = 2'd3; index > 2'd0; index = index - 2'd1)
      begin
			fifo_buf[index] = fifo_buf[index - 'd1];
		end
		fifo_buf[0] = delta_cnt + 5'd1;
		delta_cnt = 'd0;
	end
	else if (delta_cnt < 'd16) delta_cnt = delta_cnt + 'd1;
end
wire center = (((fifo_buf[0] == fifo_buf[2]) && (fifo_buf[1] == fifo_buf[3]) && (fifo_buf[0] > 0)) & any_edge)? 1'd1:1'd0;
reg [9:0] timeout2 = 'd40; 
wire capt_en = (timeout2 < 'd60)? 1'd1: 1'd0; 
reg end_reset = 1'd0; 
reg [9:0] timeout1 = 'd100; 
wire capt_en2 = (timeout1 < 'd99)? 1'd1: 1'd0; 
always @(posedge clk_in)
begin
	if (pos_edge) 
		timeout1<= 'd0;
	else if (capt_en2) timeout1 <= timeout1 +10'd1; 
	end_reset <= (timeout1 == 'd90)? 1'd1: 1'd0; 
end
reg [1:0] pos_edge_cnt = 'd0; 
always @(posedge clk_in)
begin
	if (pos_edge && (!capt_en2)) 
		pos_edge_cnt <= 'd0;
	else if (any_edge) pos_edge_cnt <= pos_edge_cnt + 2'd1;
	else if (end_reset) pos_edge_cnt <= 'd0; 
end
reg [3:0] symb_cnt = 4'd0; 
always @(posedge clk_in)
begin
	if (center && (!capt_en) && (pos_edge_cnt == 'd2)) 
	begin
		timeout2 <= 'd0; 
	end
	else if (capt_en && any_edge) timeout2 <= 'd0;
	else if (capt_en) timeout2 <= timeout2 + 10'd1; 
	if (center && (!capt_en)) symb_cnt <= 4'd0;
	else if (symb_cnt < 4'd7) symb_cnt <= symb_cnt + 4'd1;
	else if (symb_cnt > 4'd6) symb_cnt <= 4'd0;
end
reg [1:0] bit_cnt = 2'd0; 
wire capture = capt_en && (symb_cnt == 'd5);
always @(posedge clk_in)
begin
	if (capture)
	begin
		data = {data_in,data[3:1]};
		bit_cnt = bit_cnt + 2'd1;
		if (bit_cnt == 2'd0) 
		begin
			data_latch = data;
			if (stop_signal == 1'd0)
				new_data <= 1'd1;
			else
				new_data <= 1'd0;
		end
	end
	else if (!capt_en) bit_cnt<= 2'd0; 
end
endmodule
module pulse_extend(
    input clk_in,
	 input pulse_in,
	 output pulse_out
    );
reg [5:0] cnt = 6'd0;
reg [1:0] trig = 2'd0;
always@(posedge clk_in) trig <= {trig[0],pulse_in};
wire start_edge = (trig == 2'b01) ? 1'b1 : 1'b0;
assign pulse_out = (cnt < 'd30);
always @(posedge clk_in)
begin
	if (start_edge) cnt<= 6'd0;
	else if (pulse_out) cnt<= cnt+ 6'd1;
end
endmodule
</file>
<file path="run.sh">
#!/bin/bash
# OpenROAD 26Q1-2900-gdf79404cd8, Yosys 0.63+post, stock flow scripts
make -C /OpenROAD-flow-scripts/flow DESIGN_CONFIG=/design/flow/config.mk WORK_HOME=/design/flow/orfs finish
</file>
<file path="constraint.sdc">
current_design phy_rx_module

set clk_period 3.9
set clk_io_pct 0.2

create_clock -name clk0 -period $clk_period [get_ports {clk_in}]

set non_clock_inputs [all_inputs -no_clocks]
set_input_delay [expr $clk_period * $clk_io_pct] -clock clk0 $non_clock_inputs
set_output_delay [expr $clk_period * $clk_io_pct] -clock clk0 [all_outputs]
</file>
==> out/qor.txt <==
status: finished clean
Sw Share: 28.0%
Port Buffers: 7
Avg Cell Area, Syn: 11.8 um^2
number of standard cells reported by yosys: 281
clock sink total: 87
total congestion overflow: 0
routed wirelength normalized by instance count: 10.0 um
max-cap viol count: 0
Die ar.: 11500 um^2
Setup WS pre-CTS: 1.64 ns
Post-synth ARST share: 0%
measured slew at the worst slew-check pin: 0.896 ns
Worst Path Class, Setup: register to register
Switch Pwr: 0.000590 W
setup TNS: 0 ns
post-CTS setup buffers: 0
max frequency: 446 MHz
EDFF count, synth: 36
Post-CTS Hold Buffers: 0
Cells after Synth: 281
unrepaired setup endpoints after global routing: no
Die Span Y: 107 um
H-tree Lvls: 3
Logic pwr share: 14.7%
layout cells sized above 1: 7.33%
initial antenna violation count: 0
final setup violating endpoints: 0
Top cells by area: edfxtp_1 33%, dfxtp_1 31%, xor2_1 5.5%
fill count: 1073
DRT Pass-1 Iters: 4
most used cell, CP: nor2_1
Yosys top cell by area: edfxtp_1
Starting Density: 30.7%
I/O pins: 8
clock buffer count from CTS: 9
FF+latch count, synth: 87
Remaining DRCs: 0
WP data required: 3.88 ns
minimum clock period: 2.24 ns
final worst slack: 1.66 ns
VDD IR max: 214 uV
CTS tree: done
via count: 1941
vias per std cell: 4.41
core area: 10800 um^2
RePlAce Congestion: 0.752
cell chosen for the clock root: clkbuf_8
Final Skew: 0.00682 ns
crit-path max cell delay: 0.80 ns
Synth top area share: 32.5%
Fin. Hold Viols: 0
Netlist cell types: 37
Worst path slowest cell: nor4_1
drt total wl: 4420 um
post-DP HPWL: 2920 um
Reg power frac: 57.7%
first-pass GRT wire length: 7460 um
CP arrival: 2.22 ns
Tool Warnings: 30
count leader, synth: dfxtp_1
FP Rows: 38
Synth Seq Share: 63.2%
synthesis area per yosys: 3330 um^2
clk buf depth: 2
Final Cycle Share: 57.5%
CP cell instances: inv_1 -> ha_1 -> nor2_1 -> nor2_1 -> nor4_1
synth warn: 3
Max Fanout on Critical Path: 6
Leakage: 1.44 nW
Clk pwr share: 27.6%
area grow syn2layout: 12.2%
ys flop type: dfxtp_1
DRT iter0 DRCs: 96
largest net degree at the start of global routing: 27
max reg flops: 20
clk latency of the worst-skew pair: 0.35 ns
Hold Crit Class: register to register
Synth top cells by count: 51 x dfxtp_1, 36 x edfxtp_1, 33 x nor2_1, 21 x xor2_1, 18 x inv_1
Global Route Usage Sum: 8.37%
Pwr per Cell Area: 564 nW/um^2
CP Capture Type: register
post_cts resized: 0
relative slew slack: 39.7%
Final Max Slew Viols: 0
# diodes: 0
Die W: 107 um
Post-DRT Antenna Nets: 0
Startpoint Class: register
vias in the first global route: 1731
clk slew on worst S/H paths: 0.09 ns
P_int: 0.00152 W
Post-Syn Area: 3330 um^2
-- critical path: cells and delay by family (launching register included) --
family	cells	cell delay, ns
DFF	1	0.40
and+or+nand+nor	3	1.21
adders and majority gates	1	0.21
buffers and inverters	1	0.07
-- metal layers --
metal	vias up	wire, um	global-route usage (%)
li1	1007	-	-
met1	901	2140	12.0
met2	27	1940	12.2
met3	6	281	3.89
met4	0	55	1.27
met5	-	0	0
-- path summary, 6_finish.rpt --
check	startpoint	endpoint	slack, ns	depth (start not counted)
setup / recovery	clk_cnt[0]	mii_rxd_reg[0]	1.66	5
hold / removal	shift_reg[1]	shift_reg[2]	0.33	0
setup reg to reg	clk_cnt[0]	mii_rxd_reg[0]	1.66	5
hold reg to reg	shift_reg[1]	shift_reg[2]	0.33	0
-- cell usage in the layout, fill, tap and decap left out, types with 3 or more instances in the layout --
cell type,netlist,final
clkbuf_8,0,9
dfxtp_1,51,51
nor4_1,5,5
nand4_1,9,9
and2_1,3,3
nand2_1,11,11
nor2b_1,10,10
nand3_1,11,11
xor2_1,21,21
clkdlybuf4s50_1,0,7
ha_1,13,13
xnor2_1,8,8
nor3_1,12,12
a21oi_1,11,11
nor2_1,33,33
o21ai_0,4,4
edfxtp_1,36,36
inv_1,18,18
-- logic make-up (layout without fill, tap and decap cells) --
| group | count (synthesis) | count (layout) | share of synthesized area (%) |
|---|---|---|---|
| simple gates | 106 | 106 | 17.0 |
| flops | 87 | 87 | 63.2 |
| xor+xnor | 29 | 29 | 7.64 |
| compound gates | 23 | 23 | 4.06 |
| buf+inv | 23 | 42 | 3.16 |
| fa+ha+maj | 13 | 13 | 4.89 |
-- area by class of cell --
class,count,area [um^2],share of cell area (%)
clock buffers,10,149,3.99
repair buffers,8,77.6,2.08
clock inverters,6,42.5,1.14
flip-flops and latches,87,2100,56.3
multi-input cells,171,1120,30.0
inverters,18,67.6,1.81
well taps,140,175,4.69
-- per-stage QoR --
| stage | total power, W | std cells | util (%) | hold WS, ns | cell area, um^2 |
|---|---|---|---|---|---|
| 2_1_floorplan | 0.00148 | 281 | - | 0.310 | 3330 |
| 3_3_place_gp | 0.00154 | 424 | 32.7 | 0.316 | 3540 |
| 3_5_place_dp | 0.00155 | 424 | 32.7 | 0.316 | 3540 |
| 4_1_cts | 0.00214 | 440 | 34.4 | 0.329 | 3730 |
| 5_1_grt | 0.00225 | 440 | 34.4 | 0.339 | 3730 |
| 6_report | 0.00211 | 440 | 34.4 | 0.328 | 3730 |
-- power by group through the flow --
stage / clock, W / sequential [W] / combinational [W]
4_1_cts: 0.000609 / 0.00121 / 0.000316
5_1_grt: 0.000646 / 0.00124 / 0.000370
6_report: 0.000582 / 0.00121 / 0.000310
No activity file was given, so power comes from the tool's default toggle rates.
